==> /design/flow/config.mk <==
export PLATFORM = sky130hd
export DESIGN_NAME = motorista
export DESIGN_NICKNAME = motorista
export VERILOG_FILES = /design/flow/design.v
export SDC_FILE = /design/flow/constraint.sdc
export NUM_CORES = 4
export LEC_CHECK = 1
export CORE_AREA = 10 10 168 168
export DIE_AREA = 0 0 178 178
==> /design/flow/constraint.sdc <==
current_design motorista

set clk_period 6.4
set clk_io_pct 0.2

create_clock -name clk0 -period $clk_period [get_ports {clk}]

set non_clock_inputs [all_inputs -no_clocks]
set_input_delay [expr $clk_period * $clk_io_pct] -clock clk0 $non_clock_inputs
set_output_delay [expr $clk_period * $clk_io_pct] -clock clk0 [all_outputs]
==> /design/flow/design.v <==
module motorista(M0,M1,M2,M3,M4,M5,M6,M7,M8,M9,M10,M11,M12,M13,M14,M15,
C0,C1,C2,C3,C4,C5,C6,C7,C8,C9,C10,C11,C12,C13,C14,C15,clk,
N1,N2,N3,N4,L1,L2,L3,
inicio,fim,acende_verde,acende_vermelho,pedido,liga_LED);
input clk;
input[7:0] inicio,fim;
output reg [7:0]acende_verde;
output reg[17:0] acende_vermelho ;
input pedido;
output reg [8:0]liga_LED;
output reg [7:0] M0,M1,M2,M3,M4,M5,M6,M7,M8,M9,M10,M11,M12,M13,M14,M15,
C0,C1,C2,C3,C4,C5,C6,C7,C8,C9,C10,C11,C12,C13,C14,C15;
output reg [6:0] N1,N2,N3,N4,L1,L2,L3;
always@(posedge clk)
begin 
if (pedido==0)
liga_LED= 9'b 100101011;
else
begin
	case({inicio})
	1:
	begin
	liga_LED= 9'b000100000;
	M0 = 8'h4a; 
	M1 = 8'h6f; 
	M2 = 8'h61; 
	M3 = 8'h6f; 
	M4 = 8'h20; 
	M5 = 8'h52; 
	M6 = 8'h6f; 
	M7 = 8'h64; 
	M8 = 8'h72; 
	M9 = 8'h69; 
	M10 = 8'h67; 
	M11 = 8'h75; 
	M12 = 8'h65; 
	M13 = 8'h73; 
	M14 = 8'h20; 
	M15 = 8'h20; 
	C0 = 8'h46;  
	C1 = 8'h69;  
	C2 = 8'h61;  
	C3 = 8'h74;  
	C4 = 8'h2d;  
	C5 = 8'h55;  
	C6 = 8'h6e;  
	C7 = 8'h6f;  
	C9 = 8'h20; 
	C10 = 8'h20; 
	C11 = 8'h20; 
	C12 = 8'h20; 
	C13 = 8'h20; 
	C14 = 8'h20; 
	C15 = 8'h20; 
	N1 = ~7'b1011011; 
	N2 = ~7'b1100110; 
	N3 = ~7'b1011011; 
	N4 = ~7'b1100110; 
	L1 = ~7'b0111110; 
	L2 = ~7'b00000110; 
	L3 = ~7'b1110111; 
	end
	2:
	begin
	liga_LED= 9'b000100000;
	M0 = 8'h4a; 
	M1 = 8'h6f; 
	M2 = 8'h61; 
	M3 = 8'h6f; 
	M4 = 8'h20; 
	M5 = 8'h52; 
	M6 = 8'h6f; 
	M7 = 8'h64; 
	M8 = 8'h72; 
	M9 = 8'h69; 
	M10 = 8'h67; 
	M11 = 8'h75; 
	M12 = 8'h65; 
	M13 = 8'h73; 
	M14 = 8'h20; 
	M15 = 8'h20; 
	C0 = 8'h46;  
	C1 = 8'h69;  
	C2 = 8'h61;  
	C3 = 8'h74;  
	C4 = 8'h2d;  
	C5 = 8'h55;  
	C6 = 8'h6e;  
	C7 = 8'h6f;  
	C9 = 8'h20;  
	C10 = 8'h20;  
	C11 = 8'h20;  
	C12 = 8'h20;  
	C13 = 8'h20;  
	C14 = 8'h20;  
	C15 = 8'h20;  
	N1 = ~7'b1011011; 
	N2 = ~7'b1100110; 
	N3 = ~7'b1011011; 
	N4 = ~7'b1100110; 
	L1 = ~7'b0111110; 
	L2 = ~7'b00000110; 
	L3 = ~7'b1110111; 
	end
	4:
	begin 
	liga_LED=  9'b100000000;
	M0 = 8'h4d;  
	M1 = 8'h61;  
	M2 = 8'h74;  
	M3 = 8'h68;  
	M4 = 8'h65;  
	M5 = 8'h75;  
	M6 = 8'h73;  
	M7 = 8'h20;  
	M8 = 8'h43;  
	M9 = 8'h61;  
	M10 = 8'h72;  
	M11 = 8'h64;  
	M12 = 8'h6f;  
	M13 = 8'h73;  
	M14 = 8'h6f;  
	M15 = 8'h20;  
	C0 = 8'h46;  
	C1 = 8'h69;  
	C2 = 8'h61;  
	C3 = 8'h74;  
	C4 = 8'h2d;  
	C5 = 8'h50; 
	C6 = 8'h61; 
	C7 = 8'h6c; 
	C8 = 8'h69; 
	C9 = 8'h6f; 
	C10 = 8'h20; 
	C11 = 8'h20; 
	C12 = 8'h20; 
	C13 = 8'h20; 
	C14 = 8'h20; 
	C15 = 8'h20; 
	N1 = ~7'b1011011; 
	N2 = ~7'b1100110; 
	N3 = ~7'b1011011; 
	N4 = ~7'b1100110; 
	L1 = ~7'b0111110; 
	L2 = ~7'b00000110; 
	L3 = ~7'b1110111; 
	end
	8: 
	begin
	liga_LED=  9'b100000000;
	M0 = 8'h4d;  
	M1 = 8'h61;  
	M2 = 8'h74;  
	M3 = 8'h68;  
	M4 = 8'h65;  
	M5 = 8'h75;  
	M6 = 8'h73;  
	M7 = 8'h20;  
	M8 = 8'h43;  
	M9 = 8'h61;  
	M10 = 8'h72;  
	M11 = 8'h64;  
	M12 = 8'h6f;  
	M13 = 8'h73;  
	M14 = 8'h6f;  
	M15 = 8'h20;  
	C0 = 8'h46;  
	C1 = 8'h69;  
	C2 = 8'h61;  
	C3 = 8'h74;  
	C4 = 8'h2d;  
	C5 = 8'h50;  
	C6 = 8'h61;  
	C7 = 8'h6c;  
	C8 = 8'h69;  
	C9 = 8'h6f;  
	C10 = 8'h20;  
	C11 = 8'h20;  
	C12 = 8'h20;  
	C13 = 8'h20;  
	C14 = 8'h20;  
	C15 = 8'h20;  
	N1 = ~7'b1100110; 
	N2 = ~7'b1001111; 
	N3 = ~7'b1001111; 
	N4 = ~7'b1100110; 
	L1 = ~7'b1110001; 
	L2 = ~7'b1101101; 
	L3 = ~7'b1110001; 
	end
   	16:
	begin
	liga_LED= 9'b000000010;
	M0 = 8'h50; 
	M1 = 8'h65; 
	M2 = 8'h64; 
	M3 = 8'h72; 
	M4 = 8'h6f; 
	M5 = 8'h20; 
	M6 = 8'h48; 
	M7 = 8'h65; 
	M8 = 8'h6e; 
	M9 = 8'h72; 
	M10 = 8'h69; 
	M11 = 8'h71; 
	M12 = 8'h75; 
	M13 = 8'h65; 
	M14 = 8'h20; 
	M15 = 8'h20; 
	C0 = 8'h56;  
	C1 = 8'h6f;  
	C2 = 8'h6c;  
	C3 = 8'h6b;  
	C4 = 8'h73;  
	C5 = 8'h77;  
	C6 = 8'h61;  
	C7 = 8'h67;  
	C9 = 8'h65;  
	C10 = 8'h6e;  
	C11 = 8'h2d;  
	C12 = 8'h47;  
	C13 = 8'h6f;  
	C14 = 8'h6c;  
	C15 = 8'h20;  
	N1 = ~7'b1001111; 
	N2 = ~7'b1001111; 
	N3 = ~7'b1001111; 
	N4 = ~7'b1100110; 
	L1 = ~7'b1110001; 
	L2 = ~7'b1110001; 
	L3 = ~7'b1101101; 
	end
	32:
	begin
	liga_LED= 9'b000000010;
	M0 = 8'h50; 
	M1 = 8'h65; 
	M2 = 8'h64; 
	M3 = 8'h72; 
	M4 = 8'h6f; 
	M5 = 8'h20; 
	M6 = 8'h48; 
	M7 = 8'h65; 
	M8 = 8'h6e; 
	M9 = 8'h72; 
	M10 = 8'h69; 
	M11 = 8'h71; 
	M12 = 8'h75; 
	M13 = 8'h65; 
	M14 = 8'h20; 
	M15 = 8'h20; 
	C0 = 8'h56;  
	C1 = 8'h6f;  
	C2 = 8'h6c;  
	C3 = 8'h6b;  
	C4 = 8'h73;  
	C5 = 8'h77;  
	C6 = 8'h61;  
	C7 = 8'h67;  
	C9 = 8'h65;  
	C10 = 8'h6e;  
	C11 = 8'h2d;  
	C12 = 8'h47;  
	C13 = 8'h6f;  
	C14 = 8'h6c;  
	C15 = 8'h20;  
	N1 = ~7'b1001111; 
	N2 = ~7'b1001111; 
	N3 = ~7'b1001111; 
	N4 = ~7'b1100110; 
	L1 = ~7'b1110001; 
	L2 = ~7'b1110001; 
	L3 = ~7'b1101101; 
	end
	64:
	begin
	liga_LED= 9'b000001000;
	M0 = 8'h4c; 
	M1 = 8'h75; 
	M2 = 8'h6c; 
	M3 = 8'h61; 
	M4 = 8'h20; 
	M5 = 8'h53; 
	M6 = 8'h69; 
	M7 = 8'h6c; 
	M8 = 8'h76; 
	M9 = 8'h61; 
	M10 = 8'h20; 
	M11 = 8'h20; 
	M12 = 8'h20; 
	M13 = 8'h20; 
	M14 = 8'h20; 
	M15 = 8'h20; 
	C0 = 8'h52; 
	C1 = 8'h65; 
	C2 = 8'h6e; 
	C3 = 8'h61; 
	C4 = 8'h75; 
	C5 = 8'h6c; 
	C6 = 8'h74; 
	C7 = 8'h2d; 
	C8 = 8'h4b; 
	C9 = 8'h77; 
	C10 = 8'h69; 
	C11 = 8'h64; 
	C12 = 8'h20; 
	C13 = 8'h20; 
	C14 = 8'h20; 
	C15 = 8'h20; 
	N1 = ~7'b1001111; 
	N2 = ~7'b1101101; 
	N3 = ~7'b1001111; 
	N4 = ~7'b1101101; 
	L1 = ~7'b0111110; 
	L2 = ~7'b1110001; 
	L3 = ~7'b1101101; 
	end
  	128:
  	begin
  	liga_LED= 9'b000000001;
	M0 = 8'h50; 
	M1 = 8'h79; 
	M2 = 8'h65; 
	M3 = 8'h74; 
	M4 = 8'h72; 
	M5 = 8'h61; 
	M6 = 8'h22; 
	M7 = 8'h46; 
	M8 = 8'h65; 
	M9 = 8'h69; 
	M10 = 8'h74; 
	M11 = 8'h6f; 
	M12 = 8'h73; 
	M13 = 8'h61; 
	M14 = 8'h20; 
	M15 = 8'h20; 
	C0 = 8'h4a; 
	C1 = 8'h65; 
	C2 = 8'h65; 
	C3 = 8'h70; 
	C4 = 8'h2d; 
	C5 = 8'h52; 
	C6 = 8'h65; 
	C7 = 8'h6e; 
	C8 = 8'h65; 
	C9 = 8'h67; 
	C10 = 8'h61; 
	C11 = 8'h64; 
	C12 = 8'h65; 
	C13 = 8'h20; 
	C14 = 8'h20; 
	C15 = 8'h20; 
	N1 = ~7'b1001111; 
	N2 = ~7'b1101101; 
	N3 = ~7'b1001111; 
	N4 = ~7'b1101101; 
	L1 = ~7'b0111110; 
	L2 = ~7'b1110001; 
	L3 = ~7'b1101101; 
  	end
	256:
	begin
	liga_LED= 9'b000000001;
	M0 = 8'h50; 
	M1 = 8'h79; 
	M2 = 8'h65; 
	M3 = 8'h74; 
	M4 = 8'h72; 
	M5 = 8'h61; 
	M6 = 8'h22; 
	M7 = 8'h46; 
	M8 = 8'h65; 
	M9 = 8'h69; 
	M10 = 8'h74; 
	M11 = 8'h6f; 
	M12 = 8'h73; 
	M13 = 8'h61; 
	M14 = 8'h20; 
	M15 = 8'h20; 
	C0 = 8'h4a; 
	C1 = 8'h65; 
	C2 = 8'h65; 
	C3 = 8'h70; 
	C4 = 8'h2d; 
	C5 = 8'h52; 
	C6 = 8'h65; 
	C7 = 8'h6e; 
	C8 = 8'h65; 
	C9 = 8'h67; 
	C10 = 8'h61; 
	C11 = 8'h64; 
	C12 = 8'h65; 
	C13 = 8'h20; 
	C14 = 8'h20; 
	C15 = 8'h20; 
	N1 = ~7'b1001111; 
	N2 = ~7'b1101101; 
	N3 = ~7'b1001111; 
	N4 = ~7'b1101101; 
	L1 = ~7'b0111110; 
	L2 = ~7'b1110001; 
	L3 = ~7'b1101101; 
	end
  	default: liga_LED= 9'b 100100010;
  	endcase
	end
end
endmodule
==> /design/flow/run.sh <==
#!/bin/bash
# OpenROAD 26Q1-2900-gdf79404cd8, Yosys 0.63+post, stock flow scripts
make -C /OpenROAD-flow-scripts/flow DESIGN_CONFIG=/design/flow/config.mk WORK_HOME=/design/flow/orfs finish
==> results.ini <==
[global_routing]
grt_start_max_net_pins=29
antenna_found_initial=0
grt_overflow=0
track_usage_pct=8.572
grt_pass1_wl_mm=20.20
first_global_vias=3188

[yosys]
ys_ff=90
edf_count=85
yosys_cells=474
synth.cell_area_mm2=0.005425
avgSynthCellArea_um2=11.45
ys_chip_area_mm2=0.005425
ys_async_sr_fraction_pct=0
synthTopCellsByArea=edfxtp_1 47%, buf_4 35%, o41a_1 3.1%
synth_area_leader_cell=edfxtp_1
ff_type=edfxtp_1
ys_seq_share_pct=48.89
synth_warnings=27
synthCells=474
top_area_share_pct=47.05
ys_types=37

[clock_network]
cts-root-buf=clkbuf_16
numCtsBuffers=9
cts_post_setup_buffers_inserted=0
cts_resized=0
cts_hold_buf=0
cts.sinks=90
clockBufferDepth=2
htreeDepth=3
path_clk_slew_ns=0.07
cts_tree=built

[layout]
area_growth_pct=22.39
design_area_mm2=0.006640
drive_gt1_share_pct=5.245
finalNonFillerCells=896
fillers=2496

[setup_path]
path_class=in2reg
max_stage_delay_ns=0.63
worst_setup_path_end_kind=flip-flop
cp_data_arrival_time_ns=4.07
crit_required_ns=6.38
worstSetupPathDepth=6
start_kind=input pin
critical_path.slowest_cell=clkdlybuf4s50_1
path_max_fanout=27
crit_chain=clkdlybuf4s50_1 -> nor4_4 -> nand3b_1 -> inv_1 -> buf_4 -> o41a_1
critPathBufInv=3
critical-path-top-delay-family=buffers and inverters

[run]
openroad.warnings=33
cap_violations=0

[floorplanning]
fp.dieW_um=178
design.core.area_mm2=0.02446
rows=57
fp-utilization_pct=22.18
die-area_mm2=0.03168
die_h_um=178
io_pins=358

[place]
placed_area_mm2=0.006350
dp_cells=880
dp_hpwl_mm=12.14
gp_congestion=0.7864
portBuffers=192

[timing]
tightest_slew_ns=0.9269
setup_viol=0
slew_headroom_pct=37.74
setup_tns_ns=0
rsz0062_at_grt=false
fin_hold_ws_ns=1.650
fin_crit_sh_pct=63.89
fmax_ghz=0.2446
drv_slew=0
fin_crit_ns=4.089
hold_viol=0

[outcome]
outcome=finished, final reports clean

[hold_path]
min_path_cells=3
worst_hold_path_type=in2reg

[drt]
drc=0
antenna_cells=0
drt_iter0_markers=135
num_vias=2973
routedWlPerCell_um=16.65
dr.pass1.iters=4
via_per_inst=3.318
antenna_left=0
drt_wl_total_mm=14.92

[power]
irDropWorstVdd_v=0.0001044
p_per_area_mw_per_mm2=186.3
total_power_w=0.001237
leakage_nw=2.617

routing by layer:
| metal | GRT usage (%) | vias up | wire length (um) |
|---|---|---|---|
| met5 | 0 | - | 0 |
| met4 | 0.8684 | 0 | 132 |
| met3 | 4.058 | 5 | 1934 |
| met2 | 15.34 | 206 | 7525 |
| met1 | 9.341 | 1384 | 5323 |
| li1 | - | 1378 | - |
kinds of logic (layout without fill, tap and decap cells):
| kind of cell | Yosys count | count (layout) | synth area share (%) |
|---|---|---|---|
| compound gates | 30 | 30 | 5.235 |
| flops | 90 | 90 | 48.89 |
| buf+inv | 289 | 232 | 38.56 |
| simple gates | 59 | 59 | 6.250 |
| other cells | 2 | 157 | 0.1384 |
| xor+xnor | 4 | 4 | 0.9225 |
power by group:
part / leakage, nW / total [W] / internal, W / switching (W)
registers: 0.829 / 0.000651 / 0.000646 / 0.00000451
logic: 1.65 / 0.0000735 / 0.0000390 / 0.0000345
clock network: 0.141 / 0.000513 / 0.000274 / 0.000239
path summary, 6_finish.rpt:
kind | from | end | slack (ns)
hold / removal | pedido | liga_LED[0] | 1.65
setup / recovery | inicio[6] | C6[2] | 2.31
metrics by stage:
step	utilization [%]	setup WS (ns)
floorplan	-	2.993
global placement	25.96	1.955
detailed placement	25.96	1.908
CTS	27.14	2.280
global route	27.14	2.038
finish	27.14	2.311
layout by cell type, fill, tap and decap left out, types with 2 or more instances in the layout:
cell,count
a21oi_1,2
and3_1,6
and4_1,3
buf_4,4
clkbuf_16,9
clkdlybuf4s50_1,192
conb_1,157
dfxtp_1,5
edfxtp_1,85
inv_1,17
inv_2,2
inv_6,3
inv_8,2
nand2_1,12
nand3_1,6
nand4b_1,2
nor2_1,14
nor3_1,9
nor4_4,2
o2111a_1,2
o2111ai_1,2
o21ai_0,3
o311ai_0,2
o41a_1,14
xor2_2,2
cells in the mapped netlist, types with 3 or more instances:
| cell type | n |
|---|---|
| dfxtp_1 | 5 |
| nand2_1 | 12 |
| inv_1 | 17 |
| clkbuf_1 | 4 |
| and3_1 | 6 |
| buf_4 | 253 |
| nand3_1 | 6 |
| nor3_1 | 9 |
| edfxtp_1 | 85 |
| buf_6 | 5 |
| and4_1 | 3 |
| buf_2 | 6 |
| o41a_1 | 15 |
| o21ai_0 | 3 |
| nor2_1 | 14 |
flip-flops by register name, summed over array words and instances (netlist names), 3 cells and up:
register  count
M9            3
M1            4
C1            3
M5            4
C6            4
M0            5
M3            3
liga_LED      5
N2            3
C12           3
C8            4
C4            4
C2            3
M12           3
M4            5
M7            4
M13           3
L2            5
cell type report:
type	count	area, um^2	share of cell area [%]
Sequential cell	90	2653	39.95
Timing Repair Buffer	196	1952	29.40
Multi-Input combinational cell	250	1264	19.03
Tap cell	324	405.4	6.105
Clock buffer	9	225.2	3.392
Inverter	20	76.32	1.149
Clock inverter	7	65.06	0.9798
Power figures rest on the tool's default switching activity, not on a simulated workload.
