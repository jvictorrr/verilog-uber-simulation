**run.sh**
```bash
#!/bin/bash
# OpenROAD 26Q1-2900-gdf79404cd8, Yosys 0.63+post, stock flow scripts
make -C /OpenROAD-flow-scripts/flow DESIGN_CONFIG=/design/flow/config.mk WORK_HOME=/design/flow/orfs finish
```
**config.mk**
```make
export PLATFORM = sky130hd
export DESIGN_NAME = deslocamento
export DESIGN_NICKNAME = deslocamento
export VERILOG_FILES = /design/flow/design.v
export SDC_FILE = /design/flow/constraint.sdc
export NUM_CORES = 4
export LEC_CHECK = 1
export CORE_AREA = 10 10 99 99
export DIE_AREA = 0 0 109 109
```
**constraint.sdc**
```tcl
current_design deslocamento

set clk_period 4.6
set clk_io_pct 0.2

create_clock -name clk0 -period $clk_period [get_ports {clk}]

set non_clock_inputs [all_inputs -no_clocks]
set_input_delay [expr $clk_period * $clk_io_pct] -clock clk0 $non_clock_inputs
set_output_delay [expr $clk_period * $clk_io_pct] -clock clk0 [all_outputs]
```
**design.v**
```verilog
module deslocamento(controle,clk, liga_LED,acende_verde,inicio,fim,fio,acende_verde_2);
input clk;
input[8:0] inicio,fim; 
input [7:0]acende_verde;  
input [8:0]liga_LED;  
input controle; 
output reg [8:0]fio; 
output reg[7:0]acende_verde_2; 
reg [8:0]cabo,aux;  
 always@(posedge clk)
 begin
 if(controle==0)
 begin
 fio=liga_LED;
 cabo=liga_LED;
 aux=cabo;
 acende_verde_2=acende_verde;
 end
	else
	begin 
	if(cabo !=9'b 100101011)
		begin
		if (acende_verde==8'b00000000)
			begin
			if(({fio}> {inicio}) && (acende_verde==8'b00000000))
			begin
			cabo = aux >> 1;  
			fio = cabo;
			aux=cabo;
			end
			else if({fio} <{inicio} && (acende_verde==8'b00000000))
			begin
			cabo = (aux << 1); 
			fio = cabo;
			aux=cabo;
			end
			else if({fio}=={inicio} &&(acende_verde==8'b00000000))
			begin
			acende_verde_2=~8'b00000000;  
			end
		end
	end
end
end
	endmodule
```
==> GITHUB_STEP_SUMMARY <==
### Yosys + OpenROAD results

| Metric | Value |
|---|---|
| Result of the run | finished, final reports clean |
| Post-synthesis instance area | 0.001217 mm2 |
| CTS tree | yes |
| Cell variety after synth | 35 |
| Cell types occupying the most area after synthesis | edfxtp_1, ha_1, o2111ai_1 |
| Count of warning messages emitted by the tools | 34 |
| Post-Syn Area per Cell | roughly 10 um2 |
| Buffer and inverter count on the worst path | 3 |
| Total number of vias | approximately 1100 |
| Global-route wire length before repair | approximately 5300 um |
| Cell type of the slowest stage on the worst timing path | clkdlybuf4s50_1 |
| Instance tally after logic synthesis | between 100 and 150 |
| Hold violation count in the final report | 0 |
| FP Core Util | 15.75% |
| Number of nets with antenna violations after detailed routing | 0 |
| CP top delay family | AND-OR/OR-AND gates |
| Launch point of the worst reg-to-reg path | cabo[1] |
| Clock-pin slew on the worst setup and hold paths | approximately 0.07 ns |
| Critical path arrival | a little under 3 ns |
| Critical-path maximum fanout | 10 |
| Crit Reg-Reg Endpoint | cabo[3] |
| Hold-critical path depth | 2 |
| Fraction of the core area covered by cells at the end of the flow | about a quarter |
| Global route total overflow | 0 |
| Cell count listed in synth_stat.txt | roughly 120 |
| Port-buffer cells | around 44 |
| Worst Hold Slack | ~0.69 ns |
| Leakage power | 0.6428 nW |
| CTS Root Buffer Type | clkbuf_8 |
| Top-count cell post-synth | edfxtp_1 |
| Commonest cells post-synth | edfxtp_1, inv_1, ha_1 |
| Clk latency of the worst-skew pair | between 0.2 and 0.3 ns |
| Number of global-route vias before repair | between 1000 and 1500 |
| Hold wc startpoint | cabo[0] |
| Area growth from synthesis to final layout | 48.41% |
| Global router's overall resource usage | approximately 5.6% |
| Final count of pins violating max slew | 0 |
| Overall routed net length | ~3500 um |
| Worst slew pin tran | 0.5940 ns |
| Dominant register cell in the synthesized netlist | edfxtp_1 |
| Highest attainable clock frequency | ~330 MHz |
| Core ar. | a little under 0.008 mm2 |
| Per-cell routed wire length | ~13 um |
| Routability congestion estimate from global placement | approximately 0.77 |
| Number of violations of the max-capacitance limit | 0 |
| Share of the cycle needed by the critical path after routing | 65.84% |
| Number of post-CTS setup repair buffers | 0 |
| Share of the synthesized area in the top cell type | between 40% and 50% |
| Seq/Total Area, Yosys | a little over two fifths |
| Kind of critical path | input pin to flip-flop |
| Chip Area, Yosys | between 0.001 and 0.0015 mm2 |
| Standard-cell rows | 32 |
| Final Critical Period | just over 3 ns |
| Yosys reg bits | 17 |
| R2R cell count | 7 |
| Total clock sinks | 17 |
| Leading area contributor after synthesis | edfxtp_1 |
| FFs w/ async S/R, synth | 0% |
| Chip area | 0.01188 mm2 |
| Count of pins on the block boundary | 54 |
| Via-per-instance ratio | 4.102 |
| Die Height | 109 um |
| Cells resized by post-CTS repair | 0 |
| Fraction of layout cells with a size suffix above 1 | 13.50% |
| Number of clock buffers inserted by TritonCTS | 3 |
| CTS max path bufs | 2 |
| Logic area | roughly 620 um2 |
| Number of iterations in the first detailed-routing pass | 4 |
| Post-route clock skew | 0.005770 ns |
| Maximum number of pins on one net before global-route repair | between 40 and 50 |
| DRC violation count after routing | 0 |
| Register-to-register path setup slack | between 2 and 2.5 ns |
| Setup repair after global routing missed its margin | false |
| Setup crit start kind | input pin |
| Hold_buf cts | 0 |
| Die Width | 109 um |
| Type of destination of the critical path | flip-flop |
| Filler cells | 835 |
| Sequence of cells on the critical path | clkdlybuf4s50_1 -> inv_1 -> ha_1 -> nor2b_1 -> o21a_1 -> o21ai_2 -> a21boi_0 -> o21ai_0 -> buf_4 |
| Delay contributed by the slowest stage of the critical path | roughly 0.45 ns |
| H-tree Lvls | 1 |
| Final number of setup-violating endpoints | 0 |
| Worst min-delay path endpoint | cabo[1] |
| Worst IR Drop VDD | 87.42 uV |
| Antenna diode count | 0 |
| Power Dens Cells | roughly 230 mW/mm2 |
| Area used by sequential logic in the layout | roughly 510 um2 |
| Detailed Route Iter0 Violations | slightly above 70 |
| Number of synthesized flops with an enable pin | 17 |
| Worst slew margin relative to its limit | 60.40% |
| HPWL reported at the end of detailed placement | roughly 2800 um |
| Antenna violations before repair | 0 |
| Yosys warning count | 1 |
| Setup_tns | 0 ns |
| Class of the tightest hold or removal check | flip-flop to flip-flop |
| Worst Path Required | about 4.6 ns |
==> through the flow <==
stage / instance area (um2) / power, W / cells / setup WS (ns)
after floorplan: 1217 / 0.0002508 / 118 / 1.563
after global placement: 1762 / 0.0003134 / 261 / 1.329
after detailed placement: 1762 / 0.0003147 / 261 / 1.354
after CTS: 1807 / 0.0004245 / 265 / 1.600
after global routing: 1807 / 0.0004482 / 265 / 1.425
final: 1807 / 0.0004184 / 265 / 1.571
==> worst max path at each step <==
stage	start	end	depth (start not counted)
CTS	inicio[1]	cabo[3]	9
global route	inicio[8]	acende_verde_2[0]	8
finish	inicio[1]	cabo[3]	9
==> flip-flops by register name (all words and copies together) (netlist names) <==
name / cells
acende_verde_2: 8
cabo: 9
==> worst register-to-register path, delay by kind of cell, from the launching register on <==
kind | cells | cell delay, ns
flops | 1 | 0.50
simple gates | 1 | 0.14
compound gates | 4 | 0.94
buf+inv | 1 | 0.21
fa+ha+maj | 1 | 0.33
==> kinds of logic (layout without fill, tap and decap cells) <==
family | Yosys count | count (layout) | synth area share (%)
buffers and inverters | 17 | 62 | 7.194
adders and majority gates | 9 | 9 | 9.250
AOI/OAI and AO/OA | 30 | 30 | 18.19
and+or+nand+nor | 45 | 45 | 23.43
DFF | 17 | 17 | 41.93
==> per-layer routing <==
metal / GRT usage (%) / share of wire, % / vias up
li1: - / - / 549
met1: 7.489 / 41 / 503
met2: 9.169 / 50 / 33
met3: 1.493 / 8.1 / 2
met4: 0.6591 / 0.96 / 0
met5: 0 / 0 / -
==> layout make-up <==
class / count / area share [%]
Multi-Input combinational cell: 84 / 34.28
Inverter: 11 / 2.285
Timing Repair Buffer: 47 / 25.62
Tap cell: 102 / 7.064
Clock buffer: 4 / 2.493
Sequential cell: 17 / 28.25
==> power by group <==
part	total (W)	switching (W)	internal (W)
clock network	0.000109	0.0000477	0.0000613
logic	0.000109	0.0000434	0.0000657
registers	0.000200	0.0000133	0.000187
total	0.000418	0.000104	0.000314
==> cell usage in the layout, fill, tap and decap left out, types with 4 or more instances in the layout <==
cell type	n
nand2_1	4
o2111ai_1	6
ha_1	9
clkdlybuf4s50_1	44
nand3_1	8
nor2b_1	8
a31oi_1	7
or2_2	8
edfxtp_1	17
nand4_1	7
inv_1	11
Power figures rest on the tool's default switching activity, not on a simulated workload.
