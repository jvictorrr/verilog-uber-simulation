===== /design/flow/run.sh =====
#!/bin/bash
# OpenROAD 26Q1-2900-gdf79404cd8, Yosys 0.63+post, stock flow scripts
make -C /OpenROAD-flow-scripts/flow DESIGN_CONFIG=/design/flow/config.mk WORK_HOME=/design/flow/orfs finish

===== /design/flow/config.mk =====
export PLATFORM = sky130hd
export DESIGN_NAME = set_Local
export DESIGN_NICKNAME = set_Local
export VERILOG_FILES = /design/flow/design.v
export SDC_FILE = /design/flow/constraint.sdc
export NUM_CORES = 4
export LEC_CHECK = 1
export CORE_UTILIZATION = 30

===== /design/flow/constraint.sdc =====
current_design set_Local

set clk_period 1.0
set clk_io_pct 0.2

create_clock -name clk0 -period $clk_period [get_ports {CLK}]

set non_clock_inputs [all_inputs -no_clocks]
set_input_delay [expr $clk_period * $clk_io_pct] -clock clk0 $non_clock_inputs
set_output_delay [expr $clk_period * $clk_io_pct] -clock clk0 [all_outputs]

===== /design/flow/design.v =====
module set_Local(P6,P7,P8,P9,P10,P11,P12,P13,P14,P15,S8,S9,S10,S11,S12,S13,S14,S15,DECIDE,CLK,CLR,I,fim,inicio);
input DECIDE; 
input CLK, CLR;
input [8:0]I;
output reg [8:0]fim; 
output reg [8:0]inicio;  
output reg[7:0] P6,P7,P8,P9,P10,P11,P12,P13,P14,
P15,S8,S9,S10,S11,S12,S13,S14,S15 ; 
	always @(posedge CLK or posedge CLR)
	begin 	
		if (CLR)
			begin
				P6 = 8'h20;   
				P7 = 8'h20;
				P8 = 8'h20;
				P9 = 8'h20;
				P10 = 8'h20;
				P11 = 8'h20;
				P12 = 8'h20;
				P13 = 8'h20;
				P14 = 8'h20;
				P15 = 8'h20;
				S8 = 8'h20;
				S9 = 8'h20;
				S10 = 8'h20;
				S11 = 8'h20;
				S12 = 8'h20;
				S13 = 8'h20;
				S14 = 8'h20;
				S15 = 8'h20;
			end 
		else if(DECIDE==0)
			begin
			inicio={I};
			case({I})
			1: begin
			P6 = 8'h50; 
			P7 = 8'h72; 
			P8 = 8'h61; 
			P9 = 8'h74; 
			P10 = 8'h61; 
			P11 = 8'h20; 
			P12 = 8'h20; 
			P13 = 8'h20; 
			P14 = 8'h20; 
			P15 = 8'h20; 
			end
			2:
			begin
			P6 = 8'h43; 
			P7 = 8'h65; 
			P8 = 8'h6e; 
			P6 = 8'h47; 
			P7 = 8'h6c; 
			P8 = 8'h6f; 
			P9 = 8'h72; 
			P10 = 8'h69; 
			P11 = 8'h61; 
			P12 = 8'h20; 
			P13 = 8'h20; 
			P14 = 8'h20; 
			P15 = 8'h20; 
			end
			4: 
			begin
			P6 = 8'h55; 
			P7 = 8'h46; 
			P8 = 8'h43; 
			P9 = 8'h47; 
			P10 = 8'h20; 
			P11 = 8'h20; 
			P12 = 8'h20; 
			P13 = 8'h20; 
			P14 = 8'h20; 
			P15 = 8'h20; 
			end
			8:
			begin
			P6 = 8'h43; 
			P7 = 8'h61; 
			P8 = 8'h74; 
			P9 = 8'h6f; 
			P10 = 8'h6c; 
			P11 = 8'h65; 
			P12 = 8'h20; 
			P13 = 8'h20; 
			P14 = 8'h20; 
			P15 = 8'h20; 
			end
			16:
			begin
			P6 = 8'h47; 
			P7 = 8'h6c; 
			P8 = 8'h6f; 
			P9 = 8'h72; 
			P10 = 8'h69; 
			P11 = 8'h61; 
			P12 = 8'h20; 
			P13 = 8'h20; 
			P14 = 8'h20; 
			P15 = 8'h20; 
			end
			32:
			begin
			P6 = 8'h4d; 
			P7 = 8'h69; 
			P8 = 8'h72; 
			P9 = 8'h61; 
			P10 = 8'h6e; 
			P11 = 8'h74; 
			P12 = 8'h65; 
			P13 = 8'h20; 
			P14 = 8'h20; 
			P15 = 8'h20; 
			end
			64:
			begin
			P6 = 8'h43; 
			P7 = 8'h75; 
			P8 = 8'h69; 
			P9 = 8'h74; 
			P10 = 8'h65; 
			P11 = 8'h73; 
			P12 = 8'h20; 
			P13 = 8'h20; 
			P14 = 8'h20; 
			P15 = 8'h20; 
			end
			128:
			begin
			P6 = 8'h54; 
			P7 = 8'h61; 
			P8 = 8'h6d; 
			P9 = 8'h62; 
			P10 = 8'h6f; 
			P11 = 8'h72; 
			P12 = 8'h20; 
			P13 = 8'h20; 
			P14 = 8'h20; 
			P15 = 8'h20; 
			end
			endcase
			end
		else if(DECIDE==1)
			begin
			fim={I};
			case({I})
			1:
			begin
			S8 = 8'h50; 
			S9 = 8'h72; 
			S10 = 8'h61; 
			S11 = 8'h74; 
			S12 = 8'h61; 
			S13 = 8'h20; 
			S14 = 8'h20; 
			S15 = 8'h20; 
			end
			2:
			begin
			S8 = 8'h43; 
			S9 = 8'h65; 
			S10 = 8'h6e; 
			S11 = 8'h74; 
			S12 = 8'h72; 
			S13 = 8'h6f; 
			S14 = 8'h20; 
			S15 = 8'h20; 
			end
			4: 
			begin
			S8 = 8'h55; 
			S9 = 8'h46; 
			S10 = 8'h43; 
			S11 = 8'h47; 
			S12 = 8'h20; 
			S13 = 8'h20; 
			S14 = 8'h20; 
			S15 = 8'h20; 
			end
			8:
			begin
			S8 = 8'h43; 
			S9 = 8'h61; 
			S10 = 8'h74; 
			S11 = 8'h6f; 
			S12 = 8'h6c; 
			S13 = 8'h65; 
			S14 = 8'h22; 
			S15 = 8'h22; 
			end
			16:
			begin
			S8 = 8'h47; 
			S9 = 8'h6c; 
			S10 = 8'h6f; 
			S11 = 8'h72; 
			S12 = 8'h69; 
			S13 = 8'h61; 
			S14 = 8'h20; 
			S15 = 8'h20; 
			end
			32:
			begin
			S8 = 8'h4d; 
			S9 = 8'h69; 
			S10 = 8'h72; 
			S11 = 8'h61; 
			S12 = 8'h6e; 
			S13 = 8'h74; 
			S14 = 8'h65; 
			S15 = 8'h20; 
			end
			64:
			begin
			S8 = 8'h43; 
			S9 = 8'h75; 
			S10 = 8'h69; 
			S11 = 8'h74; 
			S12 = 8'h65; 
			S13 = 8'h73; 
			S14 = 8'h20; 
			S15 = 8'h20; 
			end
			128:
			begin
			S8 = 8'h54; 
			S9 = 8'h61; 
			S10 = 8'h6d; 
			S11 = 8'h62; 
			S12 = 8'h6f; 
			S13 = 8'h72; 
			S14 = 8'h20; 
			S15 = 8'h20; 
			end
			endcase
			end
	end 
	endmodule

==> results_tabular.tex <==
% Generated from flow reports
\begin{tabular}{lr}
\hline
Metric & Value \\
\hline
\multicolumn{2}{l}{\textbf{Global routing}} \\
Initial antenna violation count & 0 \\
Pin count of the biggest net entering global routing & 37 \\
All-layer global routing usage & 16.6\% \\
Number of global-route vias before repair & 3,697 \\
GR Overflow Total & 0 \\
Met2 Use GR & 24.2\% \\
Met1 usage & 25.6\% \\
Wire length of the first global-routing pass & 20,300 um \\
Met3 global-route usage & 4.25\% \\
Global-route layer with the greatest usage & met1 \\
\multicolumn{2}{l}{\textbf{Logic synthesis}} \\
Share of flip-flops with an asynchronous set or reset & 82.0\% \\
Yosys Chip Area & 4770 um\^{}2 \\
Ys flops & 100 \\
Synth Warn \# & 1 \\
Synthesized instance count & 393 \\
Post-synthesis cell area & 4770 um\^{}2 \\
Average size of a mapped cell & 12.1 um\^{}2 \\
Sequential cell area fraction in the yosys report & 54.5\% \\
Primary flip-flop cell chosen by synthesis mapping & sky130\_fd\_sc\_hd\_\_dfrtp\_1 \\
Number of enable flip-flop cells & 18 \\
Yosys cell count & 393 \\
Unique cell type count in the Yosys netlist & 58 \\
\multicolumn{2}{l}{\textbf{Die}} \\
Top-level port count & 174 \\
Chip width & 128 um \\
Height of the chip & 128 um \\
Standard-cell rows & 45 \\
Die Footprint & 16,400 um\^{}2 \\
Pre-placement core utilization & 31.1\% \\
Placeable core region & 15,400 um\^{}2 \\
\multicolumn{2}{l}{\textbf{Worst hold path}} \\
Beginning of the worst hold path & I[4] \\
Hold Path Cell Cnt & 2 \\
Hold EP & inicio[4]\$\_DFFE\_PP\_ \\
Tightest Hold Check Type & input pin to register \\
\multicolumn{2}{l}{\textbf{Route}} \\
Wire length per cell after detailed routing & 15.1 um \\
Total DRC errors in the routed layout & 0 \\
Total wirelength of the detailed-routed design & 13,200 um \\
Antenna-violating nets left & 0 \\
Iteration tally of the first detailed-router pass & 4 \\
Vias/cell & 4.36 \\
Antenna cell count & 0 \\
Routed vias & 3,790 \\
Detailed Route Iter0 Violations & 170 \\
\multicolumn{2}{l}{\textbf{Critical path}} \\
Critical path arrival & 2.35 ns \\
WP data required & 1.24 ns \\
Type of destination of the critical path & register \\
Reg2Reg Launch Point & P12[2]\$\_DFFE\_PP0P\_ \\
Cells along the critical path & buf\_6 > or4\_4 > or4\_4 > and2\_4 > a21oi\_4 > buf\_6 > buf\_12 > mux2\_4 \\
Internal reg-to-reg setup slack & -0.06 ns \\
Cell type of the slowest stage on the worst timing path & sky130\_fd\_sc\_hd\_\_or4\_4 \\
Nature of the critical path startpoint & input pin \\
WS Path Type & input pin to register \\
Biggest fanout along the worst timing path & 5 \\
Crit path largest cell delay & 0.57 ns \\
Endpoint of the worst-slack reg-to-reg timing path & P12[2]\$\_DFFE\_PP0P\_ \\
Worst Reg2Reg Path Length in Cells & 4 \\
\multicolumn{2}{l}{\textbf{Power}} \\
Sw Pwr & 2.41 mW \\
Sequential share of power & 48.8\% \\
Internal power & 7.97 mW \\
Combinational Power Share & 20.5\% \\
Overall power consumption & 10.4 mW \\
Relative contribution of the clock network to total power & 30.7\% \\
Largest voltage drop on the vdd net & 0.822 mV \\
Total power density per cell area & 1400 nW/um\^{}2 \\
Switching part of the total power & 23.2\% \\
P\_leak & 3.80 nW \\
\multicolumn{2}{l}{\textbf{Clocking}} \\
Clk ins delay skew pair & 0.35 ns \\
Max Root-Sink Buffers & 2 \\
Clock slew at the register clock pins of the worst setup and hold paths & 0.07 ns \\
Clock Sinks & 100 \\
Number of CTS-inserted buffers & 9 \\
Deepest level of the CTS H-tree & 3 \\
Buffer cell driving the clock tree root & sky130\_fd\_sc\_hd\_\_clkbuf\_16 \\
CTS tree & yes \\
\multicolumn{2}{l}{\textbf{Placement}} \\
Hpwl dp & 8880 um \\
Placement-stage worst setup slack & -1.78 ns \\
IO buf count & 115 \\
Gp weighted congestion & 0.843 \\
\multicolumn{2}{l}{\textbf{Run}} \\
Max-cap violations & 0 \\
Number of warnings the tools reported & 28 \\
\multicolumn{2}{l}{\textbf{Layout}} \\
Area occupied by registers & 2600 um\^{}2 \\
Core occupancy in the finished layout & 48.3\% \\
Fraction of final layout cells sized beyond drive strength 1 & 56.9\% \\
Most frequent logic cells in the routed design & 114 x sky130\_fd\_sc\_hd\_\_buf\_4, 103 x sky130\_fd\_sc\_hd\_\_buf\_2, 74 x sky130\_fd\_sc\_hd\_\_dfrtp\_1 \\
Area of the multi-input gates & 2060 um\^{}2 \\
Top logic cell by instance count in the layout & sky130\_fd\_sc\_hd\_\_buf\_4 \\
Area growth from synthesis to layout & 55.5\% \\
Layout filler cell count & 1,366 \\
\multicolumn{2}{l}{\textbf{Outcome}} \\
Violations in the final reports & setup timing \\
Run status & complete, but fails checks \\
\multicolumn{2}{l}{\textbf{STA}} \\
RSZ-0062 raised after global routing & yes \\
Number of pins exceeding their max-slew limit in the final report & 0 \\
Peak clock frequency supported by timing & 0.473 GHz \\
Final setup viols & 185 \\
Setup total negative slack & -88.11 ns \\
PnR worst setup slack & -1.11 ns \\
Period Utilization, post-route & 211\% \\
Worst clock skew & 0 ns \\
Number of hold violations in the final report & 0 \\
Final worst path period need & 2.11 ns \\
\hline
\end{tabular}
-- cells in the mapped netlist (all sizes together) (2+ instances only) --
master / count / area share (%)
a21oi: 3 / 0.79
buf: 72 / 12
a22o: 2 / 0.37
and2: 4 / 0.52
inv: 8 / 0.63
a21o: 11 / 1.7
o22a: 5 / 0.92
or4: 6 / 1.0
nand2: 11 / 0.86
conb: 2 / 0.16
and3: 2 / 0.26
a211o: 2 / 0.37
o21ai: 18 / 1.9
xor2: 4 / 0.73
or3b: 3 / 0.55
o2111ai: 2 / 0.37
or3: 5 / 0.66
nand2b: 11 / 1.4
o32a: 4 / 0.84
dfstp: 8 / 4.4
clkbuf: 13 / 1.0
dfrtp: 74 / 39
a2bb2oi: 4 / 0.73
o31ai: 2 / 0.31
or2: 5 / 0.66
a32o: 2 / 0.42
edfxtp: 18 / 11
nor2: 12 / 0.94
o211ai: 2 / 0.31
mux2i: 3 / 0.63
o21a: 9 / 1.4
nand3: 5 / 0.52
mux2: 32 / 8.3
xnor2: 8 / 1.5
nor4: 3 / 0.39
nor3: 6 / 0.63
-- critical path: cells and delay by family --
| family | cells | cell delay [ns] |
|---|---|---|
| AND/OR/NAND/NOR | 3 | 1.29 |
| buffers and inverters | 3 | 0.38 |
| multiplexers | 1 | 0.30 |
| AND-OR/OR-AND | 1 | 0.19 |
-- timing repair --
item | 4_1_cts | 5_1_grt
setup buffers | 40 | 24
setup endpoints to repair | 204 | 200
pin swaps | 17 | 16
hold buffers | 0 | 0
cloned | 7 | 0
resized | 411 | 51
-- power by group through the flow --
| stage | Combinational, mW | Sequential [mW] | Clock, mW |
|---|---|---|---|
| 4_1_cts | 1.97 | 5.07 | 3.28 |
| 5_1_grt | 2.35 | 5.13 | 3.48 |
| 6_report | 2.13 | 5.06 | 3.18 |
-- stage by stage --
step	instance area (um^2)	instances	hold WS, ns
2_1_floorplan	5090	449	0.299
3_3_place_gp	6680	786	0.451
3_5_place_dp	6680	786	0.455
4_1_cts	7150	849	0.136
5_1_grt	7420	870	0.156
6_report	7420	870	0.167
-- sequential cells by signal, indices dropped and copies added (netlist names), 7 cells and up --
name / cells
fim: 9
inicio: 9
P6: 7
P7: 7
P8: 7
P9: 7
S10: 7
S11: 7
S8: 7
S9: 7
-- per-layer routing --
layer | share of wire, % | wire, um
met3 | 6.1 | 796
met4 | 2.1 | 280
met5 | 0 | 0
met1 | 47 | 6230
met2 | 44 | 5850
-- worst max path at each step --
| stage | endpoint | slack (ns) | from | cells after the start |
|---|---|---|---|---|
| 4_1_cts | P11[6]$_DFFE_PP0P_ | -1.10 | I[8] | 8 |
| 5_1_grt | S8[4]$_DFFE_PP0P_ | -1.12 | I[8] | 8 |
| 6_report | S8[3]$_DFFE_PP0P_ | -1.11 | I[8] | 8 |
-- cell type report --
type / count / share of cell area, %
Multi-Input combinational cell: 256 / 27.8
Sequential cell: 100 / 35.1
Tap cell: 211 / 3.56
Clock buffer: 12 / 3.32
Timing Repair Buffer: 278 / 29.4
Clock inverter: 4 / 0.320
Inverter: 9 / 0.573
-- kinds of logic (layout without fill, tap and decap cells) --
kind of cell | Yosys count | in the layout | share of synthesized area (%)
flip-flops | 100 | 100 | 54.5
AND/OR/NAND/NOR | 77 | 78 | 9.15
AND-OR/OR-AND | 73 | 73 | 11.8
buffers and inverters | 94 | 303 | 13.3
other | 2 | 58 | 0.157
multiplexers | 35 | 35 | 8.88
XOR/XNOR | 12 | 12 | 2.20
Power figures rest on the tool's default switching activity, not on a simulated workload.
